## flow/config.mk

```make
export PLATFORM = sky130hd
export DESIGN_NAME = execute_reg
export DESIGN_NICKNAME = execute_reg
export VERILOG_FILES = /design/flow/design.v
export SDC_FILE = /design/flow/constraint.sdc
export NUM_CORES = 4
export LEC_CHECK = 1
export CORE_AREA = 10 10 320 320
export DIE_AREA = 0 0 330 330
export SYNTH_HDL_FRONTEND = slang
```

## flow/constraint.sdc

```tcl
current_design execute_reg

set clk_period 1.0
set clk_io_pct 0.2

create_clock -name clk0 -period $clk_period [get_ports {clk_i}]

set non_clock_inputs [all_inputs -no_clocks]
set_input_delay [expr $clk_period * $clk_io_pct] -clock clk0 $non_clock_inputs
set_output_delay [expr $clk_period * $clk_io_pct] -clock clk0 [all_outputs]
```

## flow/design.v

```verilog
module execute_reg (
    input wire clk_i,
    input wire E_stall_i,
    input wire E_bubble_i,
    input wire [    2:0] d_stat_i,
    input wire [    63:0] d_pc_i,
    input wire [   3:0] d_icode_i,
    input wire [    3:0] d_ifun_i,
    input wire [    63:0] d_valC_i,
    input wire [    63:0] d_valA_i,
    input wire [    63:0] d_valB_i,
    input wire [3:0] d_dstE_i,
    input wire [3:0] d_dstM_i,
    input wire [3:0] d_srcA_i,
    input wire [3:0] d_srcB_i,
    output reg [    63:0] E_pc_o,
    output reg [    2:0] E_stat_o,
    output reg [   3:0] E_icode_o,
    output reg [    3:0] E_ifun_o,
    output reg [    63:0] E_valC_o,
    output reg [    63:0] E_valA_o,
    output reg [    63:0] E_valB_o,
    output reg [3:0] E_dstE_o,
    output reg [3:0] E_dstM_o,
    output reg [3:0] E_srcA_o,
    output reg [3:0] E_srcB_o
);
  always @(posedge clk_i) begin
    if (E_bubble_i) begin
      E_stat_o  <= 3'H0;
      E_pc_o    <= 64'H0;
      E_icode_o <= 4'H1;
      E_ifun_o  <= 4'H0;
      E_valC_o  <= 64'H0;
      E_valA_o  <= 64'H0;
      E_valB_o  <= 64'H0;
      E_dstE_o  <= 4'HF;
      E_dstM_o  <= 4'HF;
      E_srcA_o  <= 4'HF;
      E_srcB_o  <= 4'HF;
    end else if (~E_stall_i) begin
      E_stat_o  <= d_stat_i;
      E_pc_o    <= d_pc_i;
      E_icode_o <= d_icode_i;
      E_ifun_o  <= d_ifun_i;
      E_valC_o  <= d_valC_i;
      E_valA_o  <= d_valA_i;
      E_valB_o  <= d_valB_i;
      E_dstE_o  <= d_dstE_i;
      E_dstM_o  <= d_dstM_i;
      E_srcA_o  <= d_srcA_i;
      E_srcB_o  <= d_srcB_i;
    end
  end
endmodule
```

## flow/run.sh

```bash
#!/bin/bash
# OpenROAD 26Q1-2900-gdf79404cd8, Yosys 0.63+post, stock flow scripts
make -C /OpenROAD-flow-scripts/flow DESIGN_CONFIG=/design/flow/config.mk WORK_HOME=/design/flow/orfs finish
```

==> impl_metrics.csv <==
group,metric,value,unit
power_and_ir_drop,switching_share,23.9,%
worst_setup_path,reg2regPathDepth,2,
final_layout,area.combinational,3920,sq um
routing,num_vias,8726,
clocking,cts_inserted_buffers,37,
clocking,h-tree-depth,2,
floorplan,floorplan_core_density,10.7,%
worst_setup_path,regToRegSetupSlack,0.19,ns
routing,insertedDiodeCount,0,
placed_design,post-dp-hpwl,31500,microns
worst_setup_path,slowest_delay,0.36,ns
routing,antenna_violating_nets_post_route,0,
worst_setup_path,data_required_time_at_the_worst_endpoint,0.80,ns
global_route,antenna_found_initial,2,
floorplan,chipWidth,330,microns
logic_synthesis,post_synth.cell_area_avg,11.2,sq um
min_path,hold_path_startpoint,"E_stall_i",
global_route,globalRouteTotalUtil,6.97,%
sta,slew-limit-headroom,76.7,%
routing,drt_iter0_drc,204,
power_and_ir_drop,pwr-share-seq,42.4,%
flow_run,openroad.warnings,27,
worst_setup_path,path_cells,"buf_6",
global_route,grt_max_degree,35,
routing,drt_pre_antenna_iters,4,
global_route,grt_pass1_vias,9145,
sta,timing.final.max_slew_violations,0,
logic_synthesis,post_synth_inst_count,913,
min_path,type_of_the_tightest_min_delay_check,"in2reg",
floorplan,dieArea,109000,sq um
final_layout,register_area,6030,sq um
power_and_ir_drop,power_leakage,8.27,nW
power_and_ir_drop,internal-power,0.0224,W
final_layout,post_route_cells_drive_above_1_share,45.3,%
logic_synthesis,yosysChipArea,10200,sq um
logic_synthesis,netlist.area_leader.share,55.5,%
logic_synthesis,ys_seq_share,55.5,%
worst_setup_path,crit_family,"flip-flops",
final_layout,area_growth,78.9,%
power_and_ir_drop,p_switching,0.00701,W
logic_synthesis,post_synth_num_cell_types,11,
sta,timing.fmax,815,MHz
min_path,holdPathStages,3,
clocking,worst_skew_pair.late_latency,0.56,ns
clocking,root_buffer,"sky130_fd_sc_hd__clkbuf_16",
worst_setup_path,cpMaxStageDelayCell,"sky130_fd_sc_hd__dfxtp_4",
clocking,cts_tree,"done",
logic_synthesis,yosys_warnings,0,
worst_setup_path,start_kind,"register",
floorplan,design.core.area,95200,sq um
routing,totalWireLength,40400,microns
worst_setup_path,critical_path.reg2reg.endpoint,"E_srcA_o[1]$_SDFFE_PP1N_",
logic_synthesis,synth_area_leader_cell,"sky130_fd_sc_hd__dfxtp_1",
power_and_ir_drop,pwr-share-comb,13.2,%
logic_synthesis,yosys_cells,913,
final_layout,post_layout_utilization_of_the_core,19.2,%
clocking,clkSlewWorstSetupHoldPaths,0.06,ns
logic_synthesis,ranking_of_synthesized_cells_by_area,"sky130_fd_sc_hd__dfxtp_1 (55%), sky130_fd_sc_hd__mux2i_1 (26%), sky130_fd_sc_hd__nor2_1 (9.8%), sky130_fd_sc_hd__buf_12 (4.3%), sky130_fd_sc_hd__a211o_1 (1.5%)",
sta,finClkSkew,0,ns
worst_setup_path,worst_path_buffer_plus_inverter_count,1,
status,run_status,"finished with violations",
sta,timing.final.crit_share,123,%
status,failed_checks,"setup timing",
floorplan,core.rowCount,113,
sta,post-route-min-period,1.23,ns
clocking,cts_max_path_buffers,3,
global_route,overflow,0,
routing,detail_route.wl_per_cell,14.2,microns
worst_setup_path,critPathMaxFanout,2,
floorplan,io_pins,569,
placed_design,io_buffer_count,568,
placed_design,gp_congestion,0.811,
worst_setup_path,critical_register_to_register_path_startpoint,"E_srcA_o[1]$_SDFFE_PP1N_",
final_layout,final_cells,2838,
routing,drcViolationCount,0,
sta,rsz0062_at_grt,"yes",
placed_design,dpl.cell_count,2763,
logic_synthesis,flip_flop_and_latch_count_after_synthesis,283,
routing,via_per_inst,3.07,
final_layout,nFillCells,10550,
power_and_ir_drop,power.ir.vdd_worst,0.00104,V
worst_setup_path,end_kind,"primary output",
power_and_ir_drop,power-per-cell-area,1610,nW/um^2
clocking,postCtsHoldBufs,0,
floorplan,die-height,330,microns
sta,setup_failing_eps_final,283,
clocking,clock_sink_count,283,
worst_setup_path,critPathKind,"reg2out",
sta,finalHoldWorstSlack,0.156,ns
global_route,global_route_wire_length_before_repair,58000,microns
power_and_ir_drop,p_clk_share,44.4,%
flow_run,maxCapViolCount,0,
sta,hold_viol,0,
sta,max_slew.worst_pin.slew,0.350,ns
logic_synthesis,mappedNetlistArea,10200,sq um
worst_setup_path,worstPathArrival,1.03,ns
sta,worst_slack,-0.227,ns
min_path,min_to,"E_dstE_o[1]$_SDFFE_PP1N_",
## routing by layer
| metal | up-vias | routed length (microns) | share of wire, % | global-route usage [%] |
|---|---|---|---|---|
| met5 | - | 13 | 0.032 | 0 |
| li1 | 4310 | - | - | - |
| met2 | 378 | 19000 | 47 | 11.5 |
| met4 | 2 | 1160 | 2.9 | 1.72 |
| met3 | 65 | 4950 | 12 | 3.56 |
| met1 | 3971 | 15300 | 38 | 7.96 |
## registers in the layout (all words and copies together) (netlist names), 4 cells and up
signal     count
E_dstE_o       4
E_dstM_o       4
E_icode_o      4
E_ifun_o       4
E_pc_o        64
E_srcA_o       4
E_srcB_o       4
E_valA_o      64
E_valB_o      64
E_valC_o      64
## layout make-up
cell class	instances	area share, %
multi-input combinational	566	21.4
tap	1265	8.66
clock inverter	13	0.596
clock buffer	54	5.87
sequential	283	33.0
timing repair buffer	657	30.4
## power by group through the flow
| stage | Clock (W) | Combinational, W | Sequential [W] |
|---|---|---|---|
| finish | 0.0130 | 0.00387 | 0.0125 |
| CTS | 0.0136 | 0.00391 | 0.0125 |
| global route | 0.0140 | 0.00427 | 0.0125 |
## stage by stage
| step | setup WS (ns) | total power [W] | setup TNS [ns] | area [sq um] |
|---|---|---|---|---|
| 6_report | -0.227 | 0.0294 | -51.11 | 18300 |
| 5_1_grt | -0.298 | 0.0309 | -71.06 | 18300 |
| 4_1_cts | -0.311 | 0.0300 | -71.60 | 18100 |
| 3_5_place_dp | -0.168 | 0.0170 | -35.28 | 17700 |
| 3_3_place_gp | -0.158 | 0.0170 | -33.07 | 17700 |
| 2_1_floorplan | 0.0246 | 0.0139 | 0 | 10200 |
## synthesized netlist by cell type (all sizes together)
cell and count:
mux2i 266, nor2b 17, clkbuf 25, dfxtp 283
nor2 266, buf 39, a211o 17
## logic make-up after synthesis
group | Yosys count | share of synthesized area [%]
buffers and inverters | 64 | 6.19
DFF | 283 | 55.5
AOI/OAI and AO/OA | 17 | 1.46
muxes | 266 | 26.1
and+or+nand+nor | 283 | 10.8
## worst min-delay path, delay by kind of cell
kind,cells,cell delay (ns)
buffers and inverters,2,0.35
AOI/OAI and AO/OA,1,0.14
## cell usage in the layout, fill, tap and decap left out, types with 2 or more instances in the layout
cell                              count
sky130_fd_sc_hd__buf_2              222
sky130_fd_sc_hd__buf_6               61
sky130_fd_sc_hd__nor2b_1             17
sky130_fd_sc_hd__clkdlybuf4s50_1    283
sky130_fd_sc_hd__nor2_1             266
sky130_fd_sc_hd__buf_4               71
sky130_fd_sc_hd__clkbuf_1            11
sky130_fd_sc_hd__buf_12              18
sky130_fd_sc_hd__mux2i_1            266
sky130_fd_sc_hd__clkbuf_8             5
sky130_fd_sc_hd__inv_6                2
sky130_fd_sc_hd__a211o_1             17
sky130_fd_sc_hd__clkinv_2             6
sky130_fd_sc_hd__clkinvlp_4           3
sky130_fd_sc_hd__clkbuf_16           39
sky130_fd_sc_hd__dfxtp_2            277
sky130_fd_sc_hd__dfxtp_4              6
## repair_timing
action	in CTS	in global routing
setup buffers	5	3
gates resized	1292	25
endpoints found under the setup margin	283	283
## how the worst max path moves through the flow
stage	from	to	cells past startpoint
global route	E_icode_o[1]$_SDFFE_PP0N_	E_icode_o[1]	1
finish	E_valB_o[63]$_SDFFE_PP0N_	E_valB_o[63]	1
CTS	E_icode_o[1]$_SDFFE_PP0N_	E_icode_o[1]	1
Power is estimated from default activity; no workload was simulated.
