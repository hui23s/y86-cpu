==> flow/design.v <==
module fetch (
    input wire [63:0] PC_i,
    output wire [3:0] icode_o,
    output wire [3:0] ifun_o,
    output wire [3:0] rA_o,
    output wire [3:0] rB_o,
    output wire [63:0] valC_o,
    output wire [63:0] valP_o,
    output wire        instr_valid_o,
    output wire        imem_error_o
);
  reg  [7:0] instr_mem [0:1023];
  wire [79:0] instr;
  wire        need_reg;
  wire        need_valC;
  assign imem_error_o  = (PC_i > 1023);
  assign instr         = {instr_mem[PC_i+9], instr_mem[PC_i+8], instr_mem[PC_i+7], instr_mem[PC_i+6], instr_mem[PC_i+5], instr_mem[PC_i+4], instr_mem[PC_i+3], instr_mem[PC_i+2], instr_mem[PC_i+1], instr_mem[PC_i]};
  assign icode_o       = instr[7:4];
  assign ifun_o        = instr[3:0];
  assign instr_valid_o = (icode_o < 4'hC);
  assign need_reg      = (icode_o == 4'H2) || (icode_o == 4'H3) || (icode_o == 4'H4) || (icode_o == 4'H5) || (icode_o == 4'H6) || (icode_o == 4'HA) || (icode_o == 4'HB);
  assign need_valC     = (icode_o == 4'H3) || (icode_o == 4'H4) || (icode_o == 4'H5) || (icode_o == 4'H7) || (icode_o == 4'H8);
  assign rA_o          = need_reg ? instr[15:12] : 4'HF;
  assign rB_o          = need_reg ? instr[11:8] : 4'HF;
  assign valC_o        = need_valC ? (need_reg ? instr[79:16] : instr[71:8]) : 64'H0;
  assign valP_o        = PC_i + 1 + 8 * need_valC + need_reg;
  initial begin
    $readmemh("C:/Users/njhsm/Desktop/cpu/Y86_CPU_v1/instr_data.txt", instr_mem); 
  end
endmodule
==> flow/run.sh <==
#!/bin/bash
# OpenROAD 26Q1-2900-gdf79404cd8, Yosys 0.63+post, stock flow scripts
make -C /OpenROAD-flow-scripts/flow DESIGN_CONFIG=/design/flow/config.mk WORK_HOME=/design/flow/orfs finish
==> flow/config.mk <==
export PLATFORM = sky130hd
export DESIGN_NAME = fetch
export DESIGN_NICKNAME = fetch
export VERILOG_FILES = /design/flow/design.v
export SDC_FILE = /design/flow/constraint.sdc
export NUM_CORES = 4
export LEC_CHECK = 1
export CORE_AREA = 10 10 89 89
export DIE_AREA = 0 0 99 99
export SYNTH_HDL_FRONTEND = slang
export SYNTH_MEMORY_MAX_BITS = 65536
==> flow/constraint.sdc <==
current_design fetch

set clk_period 16.0
set clk_io_pct 0.2

create_clock -name clk0 -period $clk_period

set non_clock_inputs [all_inputs -no_clocks]
set_input_delay [expr $clk_period * $clk_io_pct] -clock clk0 $non_clock_inputs
set_output_delay [expr $clk_period * $clk_io_pct] -clock clk0 [all_outputs]
==> results.py <==
# Physical implementation metrics
metrics = {
    "grt": {
        "grt_pass1_vias": 2283,
        "gr-total-overflow": 0,
        "grtUsageTotal_pct": 15.2,
        "antenna_found_initial": 0,
        "grt_pass1_wl_microns": 12400,
        "grt_max_degree": 16,
    },
    "finish": {
        "ff_count": 0,
        "seq_area_sq_um": 0,
        "area_growth_pct": 51.7,
        "drive_gt1_share_pct": 1.91,
        "layout_top_cells": "clkdlybuf4s50_1, conb_1, xor2_1, xnor2_1, nand2_1",
        "fin_util_pct": 50.8,
        "final_layout_top_logic_cell": "clkdlybuf4s50_1",
        "clkbuf_count": 0,
    },
    "route": {
        "n_antenna_cell": 0,
        "wl_per_cell_microns": 16.7,
        "vias": 2180,
        "via_per_inst": 4.42,
        "firstDrtPassIters": 4,
        "drtIter0Drc": 86,
        "routed_wl_microns": 8220,
        "drc": 0,
        "drt.antenna.violating_nets": 0,
    },
    "clock_network": {
        "cts_resized": 0,
        "cts_hold_buf": 0,
        "post_cts_buffers": 0,
    },
    "die": {
        "rows": 28,
        "die_w_microns": 99,
        "fp_util_pct": 33.5,
        "io_pins": 210,
        "die_y_microns": 99,
        "chipArea_sq_um": 9800,
        "core_sq_um": 5990,
    },
    "synthesis": {
        "yosysWarnings": 0,
        "syn_area_sq_um": 2010,
        "synth.distinct_cells": 25,
        "synth-seq-area-share_pct": 0,
        "syn_avg_cell_area_sq_um": 6.81,
        "ys_cells": 295,
        "synthCells": 295,
        "ys_chip_area_sq_um": 2010,
    },
    "placed_design": {
        "dp_slack_ps": 6750,
        "place.gp.congestion": 0.924,
        "numPortBuffers": 127,
        "dp_hpwl_microns": 7410,
    },
    "worst_setup_path": {
        "path_buffers": 2,
        "start_kind": "input pin",
        "path_class": "in2out",
        "crit_path_max_incr_delay_ps": 610,
        "endpoint_kind": "output pin",
        "cp_top_family": "simple AND/OR/NAND/NOR gates",
        "worstPathArrival_ps": 6070,
        "slowest_stage": "clkdlybuf4s50_1",
        "crit_chain": "clkdlybuf4s50_1, nand4_2, nor4_4, nand4_2, nor4_1, xor2_1, clkdlybuf4s50_1",
        "crit_required_ps": 12800,
        "crit_fanout": 15,
    },
    "hold_path": {
        "min_path_type": "in2out",
    },
    "sta": {
        "hold_viol": 0,
        "tns_ps": 0,
        "period_used_pct": 57.9,
        "drv_slew": 0,
        "setup_violations": 0,
        "period_needed_ps": 9270,
        "setup_slack_ps": 6730,
        "relSlewSlack_pct": 49.3,
        "worst_pin_slew_ps": 753,
        "hold_ws_ps": 7390,
        "grt_setup_unrepaired": "false",
        "clock.fmax_mhz": 108,
    },
    "power": {
        "pwr_density_cell_nw_per_um2": 17.6,
        "leakagePower_nw": 1.24,
        "ir_drop_v": 0.0000112,
    },
    "job": {
        "maxCapViolations": 0,
        "tool_warnings": 32,
    },
    "status": {
        "status": "finished, final reports clean",
    },
}
==> final timing paths <==
check	slack [ps]	endpoint	cells after the start	from
worst min-delay path	7390	valP_o[57]	3	PC_i[57]
worst max-delay path	6730	valP_o[53]	7	PC_i[11]
==> synthesized netlist by cell type (all sizes together) <==
master,instances,share of area [%]
xnor2,27,12
nand3,17,4.5
or2,1,0.31
nand4,22,8.2
xor2,34,15
clkbuf,1,0.19
nor4,23,9.0
ha,1,0.62
and4,5,2.2
nor3,19,4.7
and2,1,0.31
or4,1,0.37
nor2,19,3.6
nand2,24,4.5
inv,9,1.7
and3,5,1.6
buf,84,31
conb,2,0.37
==> power breakdown <==
part	internal, mW	total (mW)	switching [mW]
registers	0	0	0
clock network	0	0	0
logic	0.0334	0.0535	0.0201
==> logic make-up (layout without fill, tap and decap cells) <==
kind of cell	count (synthesis)	in the layout	synth area share [%]
xor gates and xnor gates	61	61	26.6
adders and majority gates	1	1	0.623
buffers and inverters	94	136	33.1
other	2	83	0.374
and+or+nand+nor	137	137	39.3
==> layout make-up <==
class | count | area, sq um
timing repair buffer | 127 | 1270
inverter | 9 | 33.8
multi-input combinational | 282 | 1650
tap | 75 | 93.8
fill | 595 | 2950
==> through the flow <==
step | std cells | power [mW] | instance area (sq um)
3_3_place_gp | 493 | 0.0548 | 3050
5_1_grt | 493 | 0.0591 | 3050
6_report | 493 | 0.0535 | 3050
4_1_cts | 493 | 0.0548 | 3050
2_1_floorplan | 376 | 0.0237 | 2310
3_5_place_dp | 493 | 0.0544 | 3050
==> metal layers <==
layer | up-vias | part of all wire (%) | GRT usage [%]
met5 | - | 0 | 0
met4 | 0 | 0.54 | 0.882
met3 | 4 | 12 | 6.98
met2 | 128 | 48 | 26.7
met1 | 942 | 39 | 17.1
li1 | 1106 | - | -
No activity file was given, so power comes from the tool's default toggle rates.
